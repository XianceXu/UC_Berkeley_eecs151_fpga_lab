[./config.mk]
export PLATFORM = sky130hd
export DESIGN_NAME = reg_file
export DESIGN_NICKNAME = reg_file
export VERILOG_FILES = /design/flow/design.v
export SDC_FILE = /design/flow/constraint.sdc
export NUM_CORES = 4
export LEC_CHECK = 1
export CORE_UTILIZATION = 30
[./constraint.sdc]
current_design reg_file

set clk_period 7.5
set clk_io_pct 0.2

create_clock -name clk0 -period $clk_period [get_ports {clk}]

set non_clock_inputs [all_inputs -no_clocks]
set_input_delay [expr $clk_period * $clk_io_pct] -clock clk0 $non_clock_inputs
set_output_delay [expr $clk_period * $clk_io_pct] -clock clk0 [all_outputs]
[./design.v]
module reg_file (
    input clk,
    input we,
    input [4:0] ra1, ra2, wa,
    input [31:0] wd,
    output [31:0] rd1, rd2
);
    parameter DEPTH = 32;
    reg [31:0] mem [0:31];
    assign rd1 = mem[ra1];
    assign rd2 = mem[ra2];
    always @(posedge clk) begin
        if (we && wa != 5'd0) begin
            mem[wa] <= wd;
        end
    end
endmodule
[./run.sh]
#!/bin/bash
# OpenROAD 26Q1-2900-gdf79404cd8, Yosys 0.63+post, stock flow scripts
make -C /OpenROAD-flow-scripts/flow DESIGN_CONFIG=/design/flow/config.mk WORK_HOME=/design/flow/orfs finish
==> impl_metrics.toml <==
# synthesis and place-and-route metrics
[drt]
dr.pass1.iters = 5
drc = 0
antenna_left = 0
routed_via_density = 5.36
wl_per_cell_um = 27.0
totalWireLength_um = 155000
drt_iter0_drc = 2117
num_vias = 30800

[power_and_ir_drop]
internal-power_mw = 9.39
p_leak_nw = 20.1
p_comb_frac = 0.097
p_switching_mw = 2.89
ir_drop_v = 0.000185
p_clk_frac = 0.380
power_frac_seq = 0.522
p_per_area_mw_per_mm2 = 220
switching_share = 0.235

[final_timing]
min_period_ns = 6.16
tightestPinTransition_ns = 0.966
drv_slew = 0
fin_crit_sh = 0.821
rsz0062_at_grt = "no"
setup_tns_ns = 0
setup_viol = 0
hold_viol_final = 0
fmax_mhz = 162
setup_ws_ns = 1.34
slew_headroom = 0.354

[clock_network]
ctsRootBufferMaster = "clkbuf_16"
clock_path_buffers = 3
h-tree-depth = 3
cts_resized = 0
hold_buffers = 0
clock-sinks = 1024
cts_tree = "yes"
cts_buffers = 98
postCtsSetupBuffers = 0
clk_pin_slew_worst_paths_ns = 0.06

[placed_design]
placedCellCount = 5569
place_area_mm2 = 0.0528
port_buffers = 112
gp_congestion = 0.842
hpwl_um = 83200
place_ws_ns = 1.41

[yosys]
ys_cells = 3386
yosysWarnings = 1
synth_cell_types = 24
yosysChipArea_mm2 = 0.0488
synth_area_mm2 = 0.0488
synth.yosys.seq_area_share = 0.631
syn_inst = 3386
avgSynthCellArea_um2 = 14.4
numSynthFlops = 1024

[global_routing]
grt_pass1_vias = 32000
antenna_found_initial = 13
grt_usage = 0.198
grt_pass1_wl_um = 220000
grt_max_degree = 94
grt.overflow.total = 0

[outcome]
status = "complete, no violations"

[worst_setup_path]
required_ns = 6.00
critPathArrivalTime_ns = 4.66
critPathLaunch = "ra2[0]"
startpoint_type = "input port"
criticalPathCategory = "input port to primary output"
worstPathMaxFanout = 20
endpoint_kind = "primary output"

[floorplanning]
core_area_mm2 = 0.161
die_w_um = 405
die_h_um = 405
initCoreUtil = 0.303
io_pins = 113
num_rows = 147
die_area_mm2 = 0.164

[min_path]
min-delay-start = "wd[19]"
hold_class = "input port to register"

[cells_and_area]
final_cell_mix = "mux2i_1 (1,024), edfxtp_1 (1,024), nand3_1 (194)"
drive_gt1_frac = 0.0872
final_core_util = 0.346
area_delta_synth_final_pct = 14.3
layout.cells.non_filler = 5742
largest_register_ffs = 1024
final_cell_area_mm2 = 0.0557
regMostFlops = "mem"
reg.largest.list = "mem (1024)"

[run]
warning_count = 26
drv_cap = 0
-- final timing paths --
path / to / slack [ns] / cells past startpoint
worst max-delay path: rd2[28] / 1.34 / 8
worst min-delay path: mem[27][19] / 1.62 / 2
-- layout make-up --
type                       count  area [µm²]
antenna                        2        5.00
clock inverter                49         370
sequential                  1024       30700
fill                       15200      105000
tap                         2160        2700
multi-input combinational   2140       16900
timing repair buffer         245        2440
clock buffer                 122        2560
-- power by group through the flow --
stage / logic, mW / clock network [mW] / registers (mW)
final: 1.19 / 4.67 / 6.41
after global routing: 1.27 / 4.95 / 6.42
after CTS: 1.19 / 4.75 / 6.41
-- metrics by stage --
stage	hold WS (ns)	total power [mW]
after detailed placement	2.33	7.72
after global routing	1.63	12.6
after floorplan	1.60	7.20
final	1.62	12.3
after CTS	1.58	12.3
after global placement	2.32	7.72
-- critical path: stages --
cell and delay, ns:
clkdlybuf4s50_1 0.63, nor2b_4 0.85, buf_4 0.46, a22o_1 0.20, nor3_1 0.05, a31oi_1 0.37
nand3_1 0.15, clkdlybuf4s50_1 0.45
-- cells by family after synthesis --
group                  share of synthesized area
AOI/OAI and AO/OA                         0.0805
DFF                                        0.631
other                                  0.0000769
buffers and inverters                     0.0315
muxes                                      0.210
and+or+nand+nor                           0.0471
-- per-layer routing --
metal | global-route usage | part of all wire | vias to the layer above | wire (µm)
li1 | - | - | 13600 | -
met1 | 0.239 | 0.36 | 15200 | 56200
met2 | 0.290 | 0.45 | 1707 | 69100
met3 | 0.139 | 0.16 | 273 | 24900
met4 | 0.0469 | 0.029 | 28 | 4440
met5 | 0.00714 | 0.0017 | - | 258
-- Yosys cell counts, drive strengths merged --
cell type	instances	area share
edfxtp	1024	0.63
mux2i	1024	0.21
nand2	195	0.015
nand3	194	0.020
a21oi	192	0.020
a22oi	192	0.030
buf	167	0.025
a22o	128	0.023
clkbuf	86	0.0069
a31oi	64	0.0082
nor3	64	0.0066
nor2	34	0.0026
nand3b	5	0.00077
nand2b	4	0.00051
nor2b	4	0.00051
or3b	3	0.00054
and2	2	0.00026
or2	2	0.00026
conb	1	0.000077
or3	1	0.00013
Power figures rest on the tool's default switching activity, not on a simulated workload.
