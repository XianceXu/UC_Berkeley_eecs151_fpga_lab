==> flow/design.v <==
module button_parser #(
    parameter WIDTH = 1,
    parameter SAMPLE_CNT_MAX = 62500,
    parameter PULSE_CNT_MAX = 200
) (
    input clk,
    input [WIDTH-1:0] in,
    output [WIDTH-1:0] out
);
    wire [WIDTH-1:0] synchronized_signals;
    wire [WIDTH-1:0] debounced_signals;
    synchronizer # (
        .WIDTH(WIDTH)
    ) button_synchronizer (
        .clk(clk),
        .async_signal(in),
        .sync_signal(synchronized_signals)
    );
    debouncer # (
        .WIDTH(WIDTH),
        .SAMPLE_CNT_MAX(SAMPLE_CNT_MAX),
        .PULSE_CNT_MAX(PULSE_CNT_MAX)
    ) button_debouncer (
        .clk(clk),
        .glitchy_signal(synchronized_signals),
        .debounced_signal(debounced_signals)
    );
    edge_detector # (
        .WIDTH(WIDTH)
    ) button_edge_detector (
        .clk(clk),
        .signal_in(debounced_signals),
        .edge_detect_pulse(out)
    );
endmodule
module debouncer #(
    parameter WIDTH              = 1,
    parameter SAMPLE_CNT_MAX     = 62500,
    parameter PULSE_CNT_MAX      = 200,
    parameter WRAPPING_CNT_WIDTH = $clog2(SAMPLE_CNT_MAX),
    parameter SAT_CNT_WIDTH      = $clog2(PULSE_CNT_MAX) + 1
) (
    input clk,
    input [WIDTH-1:0] glitchy_signal,
    output [WIDTH-1:0] debounced_signal
);
    reg [SAT_CNT_WIDTH-1:0] saturating_counter [WIDTH-1:0];
    reg [WRAPPING_CNT_WIDTH-1:0] wrapping_counter;
    wire sample_pulse_out;
    integer q;
    initial begin
        for (q = 0; q < WIDTH; q = q + 1) begin
            saturating_counter[q] = 0;
	end
	wrapping_counter = 0;
    end
    always @(posedge clk) begin
        if (wrapping_counter < SAMPLE_CNT_MAX) begin
	    wrapping_counter <= wrapping_counter + 1;
	end else begin
	    wrapping_counter <= 0;
	end
    end
    assign sample_pulse_out = (wrapping_counter == SAMPLE_CNT_MAX);
    integer i, c;
    genvar j; 
    always @(posedge clk) begin
	for (i = 0; i < WIDTH; i = i + 1) begin
	    if (sample_pulse_out == 1) begin
	        if (glitchy_signal != 0 && saturating_counter[i] != PULSE_CNT_MAX) begin
	            saturating_counter[i] = saturating_counter[i] + 1;
	        end
	    end else if (glitchy_signal == 0) begin
                for (c = 0; c < WIDTH; c = c + 1) begin
		     saturating_counter[c] = 0;
	        end
	    end
	end
    end
    for (j = 0; j < WIDTH; j = j + 1) begin
        assign debounced_signal[j] = saturating_counter[j] == PULSE_CNT_MAX;
    end
endmodule
module edge_detector #(
    parameter WIDTH = 1
)(
    input clk,
    input [WIDTH-1:0] signal_in,
    output [WIDTH-1:0] edge_detect_pulse
);
    reg [WIDTH-1:0] delayed;
    reg [WIDTH-1:0] edge_detect_reg;
    integer i;
    always @(posedge clk) begin
	for (i = 0; i < WIDTH; i = i + 1) begin
	    delayed[i] <= signal_in[i];
	    edge_detect_reg[i] <= (~delayed[i]) & signal_in[i];
	end
    end
    genvar j;
    for (j = 0; j < WIDTH; j = j + 1) begin
        assign edge_detect_pulse[j] = edge_detect_reg[j];
    end
endmodule
module synchronizer #(parameter WIDTH = 1) (
    input [WIDTH-1:0] async_signal,
    input clk,
    output [WIDTH-1:0] sync_signal
);
    reg [WIDTH-1:0] async_reg;
    reg [WIDTH-1:0] sync_reg;
    always @(posedge clk) begin
        async_reg <= async_signal;
        sync_reg <= async_reg;
    end
    assign sync_signal = sync_reg;
endmodule
==> flow/run.sh <==
#!/bin/bash
# OpenROAD 26Q1-2900-gdf79404cd8, Yosys 0.63+post, stock flow scripts
make -C /OpenROAD-flow-scripts/flow DESIGN_CONFIG=/design/flow/config.mk WORK_HOME=/design/flow/orfs finish
==> flow/config.mk <==
export PLATFORM = sky130hd
export DESIGN_NAME = button_parser
export DESIGN_NICKNAME = button_parser
export VERILOG_FILES = /design/flow/design.v
export SDC_FILE = /design/flow/constraint.sdc
export NUM_CORES = 4
export LEC_CHECK = 1
export CORE_UTILIZATION = 30
==> flow/constraint.sdc <==
current_design button_parser

set clk_period 4.6
set clk_io_pct 0.2

create_clock -name clk0 -period $clk_period [get_ports {clk}]

set non_clock_inputs [all_inputs -no_clocks]
set_input_delay [expr $clk_period * $clk_io_pct] -clock clk0 $non_clock_inputs
set_output_delay [expr $clk_period * $clk_io_pct] -clock clk0 [all_outputs]
==> impl_metrics.env <==
# source this file to load flow results
export IMPL_worstPathMaxFanout=10
export IMPL_finalCritPeriodShare=0.5212
export IMPL_yosysMostFrequentCell="nor2_1"
export IMPL_netlist_area_sq_mm=0.001321
export IMPL_cts_buffers_inserted=5
export IMPL_synth_largest_area_cell="dfxtp_1"
export IMPL_peakVddDrop_mv=0.2326
export IMPL_top_cell_area_share=0.3030
export IMPL_endpoint_kind="register"
export IMPL_edf_count=9
export IMPL_ys_types=24
export IMPL_chip_area_sq_mm=0.004674
export IMPL_tightest_slew_ns=0.8230
export IMPL_avgSynthCellArea_sq_um=9.371
export IMPL_fmax_mhz=417.1
export IMPL_drc=0
export IMPL_wl_um=2215
export IMPL_ys_top_cells_by_area="dfxtp_1 (30%), edfxtp_1 (20%), xnor2_1 (11%), nor2_1 (8.5%), ha_1 (3.8%)"
export IMPL_grt_setup_unrepaired="no"
export IMPL_dpl_instance_area_sq_mm=0.001393
export IMPL_top_cells_by_count="nor2_1 (30), dfxtp_1 (20), xnor2_1 (17)"
export IMPL_final_cells=198
export IMPL_power_leakage_nw=0.5134
export IMPL_dp_hpwl_um=1567
export IMPL_synthArstFlopShare=0
export IMPL_fp_util=0.3211
export IMPL_clockBufferDepth=2
export IMPL_cts_sinks=29
export IMPL_setup_violations=0
export IMPL_root_buffer="clkbuf_8"
export IMPL_ys_warn_count=4
export IMPL_numPortBuffers=2
export IMPL_ctsResizeCount=0
export IMPL_post_cts_buffers=0
export IMPL_ys_seq_frac=0.5076
export IMPL_cts_tree="done"
export IMPL_ios=3
export IMPL_endpoint="button_debouncer.saturating_counter[0][2]"
export IMPL_hold_ws_ns=0.3304
export IMPL_fp_dieW_um=68.37
export IMPL_place_congestion=0.9116
export IMPL_rows=23
export IMPL_tool_warnings=27
export IMPL_synthCells=141
export IMPL_final_antenna_net_count=0
export IMPL_drt_initial_drc_count=29
export IMPL_cap_violations=0
export IMPL_grt_overflow=0
export IMPL_clk_pin_slew_worst_paths_ns=0.06
export IMPL_grt_first_pass_wirelength_um=3829
export IMPL_largest_register_ffs=16
export IMPL_cts_max_level=2
export IMPL_critPathLaunch="button_debouncer.wrapping_counter[0]"
export IMPL_setup_tns_ns=0
export IMPL_crit_type="register to register"
export IMPL_r2r_start="button_debouncer.wrapping_counter[0]"
export IMPL_grt_max_degree=11
export IMPL_power_uw=551.6
export IMPL_hold_violations=0
export IMPL_clk_latency_ns=0.28
export IMPL_slew_violations=0
export IMPL_track_usage=0.1129
export IMPL_skew_ns=0.008526
export IMPL_drt_first_pass_iters=4
export IMPL_synth_top_flop_cell="dfxtp_1"
export IMPL_p_per_area_mw_per_mm2=368.0
export IMPL_die_y_um=68.37
export IMPL_area_delta_synth_final_pct=13.45
export IMPL_start_kind="register"
export IMPL_reg2regPathDepth=6
export IMPL_rr_endpoint="button_debouncer.saturating_counter[0][2]"
export IMPL_grt_pass1_vias=958
export IMPL_hp_class="register to register"
export IMPL_num_vias=967
export IMPL_synth_cells_yosys=141
export IMPL_antenna_found_initial=0
export IMPL_postCtsHoldBufs=0
export IMPL_wire_per_inst_um=11.19
export IMPL_ys_chip_area_sq_mm=0.001321
export IMPL_ys_ff=29
export IMPL_critPathRequiredTime_ns=4.50
export IMPL_drive_above_1_share=0.05405
export IMPL_r2r_slack_ns=2.20
export IMPL_run_status="finished clean"
export IMPL_fin_area_sq_mm=0.001499
export IMPL_fin_crit_ns=2.398
export IMPL_diodes=0
export IMPL_top_register="button_debouncer.wrapping_counter"
export IMPL_critical_path_arrival_ns=2.30
export IMPL_core_sq_mm=0.004115
export IMPL_routed_via_density=4.884
export IMPL_placedCellCount=190
export IMPL_relSlewSlack=0.4356
## power by group
group	switching [mW]	total, mW	internal, mW
registers	0.00742	0.282	0.275
clock network	0.0875	0.247	0.159
logic	0.0126	0.0224	0.00980
## layout by cell type, fill, tap and decap left out
cell and n:
nor2_1 30, dfxtp_1 20, xnor2_1 17, inv_1 9, nand2_1 9, edfxtp_1 9
nand3_1 8, nand4_1 6, nor4_1 6, nor3_1 6, clkbuf_8 5, xor2_1 4
ha_1 4, clkdlybuf4s50_1 2, or4b_1 1, or4_4 1, and2_1 1, mux2i_1 1
o31ai_1 1, o2111ai_1 1, a31oi_1 1, and3_1 1, nor2b_1 1, clkinv_1 1
bufinv_16 1, clkbuf_1 1, buf_4 1
## worst min-delay path by stage
stage | from | to | slack [ns] | cells past startpoint
final | button_synchronizer.async_reg | button_synchronizer.sync_reg | 0.33 | 0
after global routing | button_synchronizer.async_reg | button_synchronizer.sync_reg | 0.34 | 0
after CTS | button_synchronizer.async_reg | button_synchronizer.sync_reg | 0.33 | 0
## per-stage QoR
| step | setup WS, ns | utilization |
|---|---|---|
| global route | 1.953 | 0.3642 |
| finish | 2.202 | 0.3642 |
| detailed placement | 2.216 | 0.3384 |
| global placement | 2.297 | 0.3384 |
| CTS | 2.198 | 0.3642 |
| floorplan | 2.489 | - |
## cell families after synthesis
logic type | share of synthesized area
XOR/XNOR | 0.1392
adder cells (fa/ha/maj) | 0.03788
flip-flops | 0.5076
buffers and inverters | 0.03976
AND-OR/OR-AND | 0.01705
AND/OR/NAND/NOR | 0.2510
multiplexers | 0.007576
## worst max-delay path, stage by stage (launching register included)
cell	delay [ns]
dfxtp_1	0.35
inv_1	0.07
ha_1	0.13
nand4_1	0.09
nor4_1	0.25
nand4_1	0.37
mux2i_1	0.77
## per-layer routing
layer / vias to the layer above / wire, um / track usage
met5: - / 0 / 0
met3: 10 / 226 / 0.06250
met1: 431 / 1050 / 0.1429
met4: 0 / 48 / 0.03125
li1: 487 / - / -
met2: 39 / 888 / 0.1679
## final cells by class
cell class | count | area (sq um)
Fill cell | 406 | 2616
Multi-Input combinational cell | 99 | 598.1
Timing Repair Buffer | 3 | 27.53
Clock buffer | 6 | 72.57
Inverter | 9 | 33.78
Clock inverter | 2 | 33.78
Tap cell | 50 | 62.56
Sequential cell | 29 | 670.6
No activity file was given, so power comes from the tool's default toggle rates.
