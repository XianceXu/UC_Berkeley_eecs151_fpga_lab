==> ./design.v <==
module fifo #(
    parameter WIDTH = 8,
    parameter DEPTH = 32,
    parameter POINTER_WIDTH = $clog2(DEPTH)
) (
    input clk, rst,
    input wr_en,
    input [WIDTH-1:0] din,
    output full,
    input rd_en,
    output [WIDTH-1:0] dout,
    output empty
);
    reg [POINTER_WIDTH:0] size;
    integer i;
    reg [POINTER_WIDTH-1:0] r_ptr;
    reg [POINTER_WIDTH-1:0] w_ptr;
    reg [WIDTH-1:0] buff [DEPTH-1:0];
    reg [WIDTH-1:0] out_reg;
    assign dout = out_reg;
    assign full = size == DEPTH;
    assign empty = size == 0;
    always @(posedge clk) begin
	if (rst) begin
	    for (i = 0; i < DEPTH; i = i + 1) begin
                buff[i] <= 0;
	    end
	    size <= 0;
	    w_ptr <= 0;	
	    r_ptr <= 0;
    	end
	else begin
        if (rd_en && wr_en && !empty && !full) begin
	        out_reg <= buff[r_ptr];
		    r_ptr <= r_ptr + 1;
		    buff[w_ptr] <= din;
		    w_ptr <= w_ptr + 1;
	    end
	    else if (rd_en && !empty && !wr_en) begin
            	out_reg <= buff[r_ptr];
            	r_ptr <= r_ptr + 1;
            	size <= size - 1;
	    end
    	else if (wr_en && !full && !rd_en) begin
	    	buff[w_ptr] <= din;
	    	w_ptr <= w_ptr + 1;
	    	size <= size + 1;
        end
	end
    end
endmodule
==> ./run.sh <==
#!/bin/bash
# OpenROAD 26Q1-2900-gdf79404cd8, Yosys 0.63+post, stock flow scripts
make -C /OpenROAD-flow-scripts/flow DESIGN_CONFIG=/design/flow/config.mk WORK_HOME=/design/flow/orfs finish
==> ./config.mk <==
export PLATFORM = sky130hd
export DESIGN_NAME = fifo
export DESIGN_NICKNAME = fifo
export VERILOG_FILES = /design/flow/design.v
export SDC_FILE = /design/flow/constraint.sdc
export NUM_CORES = 4
export LEC_CHECK = 1
export CORE_UTILIZATION = 30
==> ./constraint.sdc <==
current_design fifo

set clk_period 5.1
set clk_io_pct 0.2

create_clock -name clk0 -period $clk_period [get_ports {clk}]

set non_clock_inputs [all_inputs -no_clocks]
set_input_delay [expr $clk_period * $clk_io_pct] -clock clk0 $non_clock_inputs
set_output_delay [expr $clk_period * $clk_io_pct] -clock clk0 [all_outputs]
==> results.txt <==
yosys + openroad results -> status=finished clean, number of global-route vias before repair=8161, tool warning count=28, Latency at later pin=0.55 ns, Max VDD drop=0.2446 mV, setup_tns=0 ns, syn_area_per_cell=12.86 µm², final global-route overflow total=0, Slew @ Worst Pin=0.9107 ns, synth unique cells=46, Synth top area share=0.6088, met1 Track Usage GR=0.2151, f_max=295.8 MHz, Critical Path, Cell by Cell=clkdlybuf4s50_1, nand3_1, o21bai_1, CP Launch Type=input port, Critical path buffers and inverters=1, TritonCTS Buffers=29, Die Ht=210.3 µm, Flops after synth=285, M2 GR Usage=0.2288, DP HPWL=23.35 mm, GRT met3 Usage=0.1061, Lkg Pwr=0.004530 µW, final hold vios=0, Fillers=4097, cycle use final=0.6629, Worst path top cell family by delay=buffers and inverters, core footprint=0.04242 mm², first-pass GRT wire length=50.21 mm, Routed Antenna Nets=0, final setup fails=0, post-cts sizing count=0, dominant register cell=edfxtp_1, Avg Vias per Cell=5.026, clock slew at reported path FFs=0.06 ns, Via Count=8042, cells after synthesis=1013, PD cells=391.1 mW/mm², postcts setup bufs=0, Remaining DRCs=0, critical path type=input port to flip-flop, Root Driver=clkbuf_16, largest stage delay on the critical path=0.92 ns, CTS Buffer Depth=3, number of flip-flops in the largest register=256, Yosys Instances=1013, routed len/inst=20.99 µm, chip area=0.04425 mm², Final Wtd Congestion=0.9666, final non-filler cell total=1600, initial DRC count=700, ys async rst share=0, CTS Hold Bufs=0, crit path max-delay cell type=clkdlybuf4s50_1, dpl cells=1546, # diodes=0, TritonRoute pass-1 iters=5, Post-Route WL=33.58 mm, RSZ-0062 raised after global routing=false, grt peak-use layer=met2, Top cells by area=edfxtp_1 61%, nor2_1 8.0%, mux4_2 5.5%, mux2i_1 4.7%, dfxtp_1 3.2%, CP Max Fanout=13, die extent in x=210.3 µm, Slew Viols, Final=0, CTS tree=yes, htree depth=1, Buffers on Ports=21, leading area contributor after synthesis=edfxtp_1, Area growth syn-to-layout=12.30%, Tot Pwr=5719 µW, boundary pin count=22, CTS sink count=285, fin crit period=3.381 ns, worst clock skew=0.01265 ns, layout cells sized above 1=0.09971, CP arrival=3.55 ns, Crit. End Element=flip-flop, Synthesis Warnings=1, synthesized area=0.01302 mm², FF-to-FF setup slack=2.23 ns, largest net degree at the start of global routing=65, Seq/Total Area, Yosys=0.6410, GRT Total Usage=0.1646, row count=75, initial antenna violation count=1, Yosys Chip Area=0.01302 mm², Max-slew headroom=0.3920, Critical Path RT=5.27 ns, Hold Path Class=flip-flop to flip-flop, EDFF count, synth=264, Max Cap Violations=0, fp_density=0.3070
==> worst register-to-register path, stage by stage (launching register included) <==
cell and delay [ns]:
dfxtp_1 0.34, or4_1 0.63, or3_1 0.52, nand3_1 0.59
o21bai_1 0.44
==> through the flow <==
step           cell area, µm²  worst slack, ns  hold WS, ns  utilization
2_1_floorplan           13020            2.390       0.4817            -
3_3_place_gp            13550            1.206       0.5025       0.3194
3_5_place_dp            13550            1.203       0.5105       0.3194
4_1_cts                 14620            1.688       0.5190       0.3448
5_1_grt                 14620            1.515       0.5434       0.3448
6_report                14620            1.719       0.5129       0.3448
==> cell usage after synthesis, drive strengths merged, types with 2 or more instances <==
cell / count
nor2b: 13
a2111oi: 8
nand3: 19
a21o: 4
buf: 52
a21oi: 13
a211oi: 13
nand2b: 5
and3: 2
mux4: 32
or3: 3
and3b: 3
a22o: 8
nand3b: 2
xnor2: 5
or3b: 2
a31oi: 9
o21ai: 4
xor2: 4
dfxtp: 21
edfxtp: 264
or2: 3
mux2i: 61
and2: 2
clkbuf: 21
nor2: 279
nor3: 2
nand4: 3
inv: 2
ha: 9
nor3b: 4
a22oi: 24
nand2: 81
o21bai: 31
==> per-layer routing <==
| metal | routed length [µm] | part of all wire |
|---|---|---|
| met1 | 12960 | 0.39 |
| met2 | 14320 | 0.43 |
| met3 | 5017 | 0.15 |
| met4 | 1236 | 0.037 |
| met5 | 41 | 0.0012 |
==> cells in the final DEF, fill, tap and decap left out, drive strengths merged, types with 5 or more instances in the layout <==
master,synthesis,final
a21oi,13,13
mux2i,61,61
nand3,19,19
a211oi,13,13
clkbuf,21,31
ha,9,9
clkdlybuf4s50,0,21
clkinv,0,11
dfxtp,21,21
buf,52,8
o21bai,31,31
mux4,32,32
a2111oi,8,8
nor2b,13,13
bufinv,0,8
xnor2,5,5
nor2,279,279
a22o,8,8
nand2,81,81
edfxtp,264,264
a31oi,9,9
nand2b,5,5
a22oi,24,24
==> cell type report <==
| cell class | count | area, µm² | share of cell area |
|---|---|---|---|
| Sequential cell | 285 | 8353 | 0.5712 |
| Tap cell | 577 | 721.9 | 0.04937 |
| Clock buffer | 31 | 733.2 | 0.05014 |
| Inverter | 2 | 7.507 | 0.0005133 |
| Clock inverter | 23 | 341.6 | 0.02336 |
| Multi-Input combinational cell | 653 | 4197 | 0.2870 |
| Timing Repair Buffer | 29 | 270.3 | 0.01848 |
==> cells by family after synthesis <==
| family | count (synthesis) | synth area share |
|---|---|---|
| AND-OR/OR-AND | 117 | 0.06485 |
| XOR/XNOR | 9 | 0.006053 |
| adder cells (fa/ha/maj) | 10 | 0.01018 |
| buffers and inverters | 75 | 0.03670 |
| flip-flops | 285 | 0.6410 |
| multiplexers | 93 | 0.1022 |
| AND/OR/NAND/NOR | 424 | 0.1389 |
==> power by group <==
group	internal [µW]	switching, µW	leakage (µW)
Clock	1450	886	0.000517
Combinational	240	386	0.00112
Sequential	2680	73.0	0.00289
Total	4370	1340	0.00453
==> final timing paths <==
path | start | to | cells after the start
worst max-delay path | wr_en | buff[9][0]$_SDFFCE_PN0P_ | 3
worst min-delay path | w_ptr[1]$_SDFFE_PP0P_ | w_ptr[1]$_SDFFE_PP0P_ | 2
worst max register to register | size[3]$_SDFFE_PP0P_ | buff[9][0]$_SDFFCE_PN0P_ | 4
worst min register to register | w_ptr[1]$_SDFFE_PP0P_ | w_ptr[1]$_SDFFE_PP0P_ | 2
No activity file was given, so power comes from the tool's default toggle rates.
